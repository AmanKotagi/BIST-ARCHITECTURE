==> /design/flow/design.v <==
`timescale 1ns / 1ps
module BIST_CFSR(
    input clk,
    input reset,
    input [3:0] ALU_Sel,
    output match
);
    wire [7:0] A, B;
    wire [7:0] ALU_Out;
    wire CarryOut;
    wire [8:0] rom_data;
    wire [8:0] alu_data;
    reg [7:0] address;
    pattern_gen_A genA (
        .clk(clk),
        .reset(reset),
        .A(A)
    );
    pattern_gen_B genB (
        .clk(clk),
        .reset(reset),
        .B(B)
    );
    alu alu_instance (
        .A(A),
        .B(B),
        .ALU_Sel(ALU_Sel),
        .ALU_Out(ALU_Out),
        .CarryOut(CarryOut)
    );
    assign alu_data = {ALU_Out, CarryOut};
    ROM rom_inst (
        .address(address),
        .data(rom_data)
    );
    always @(posedge clk or posedge reset) begin
        if (reset)
            address <= 8'b0;
        else
            address <= address + 1;
    end
    assign match = (alu_data == rom_data);
endmodule
module ROM (
    input [7:0] address,          
    output reg [8:0] data         
);
    reg [8:0] memory [0:255];     
    initial begin
memory[0] = 9'b000000010;
memory[1] = 9'b000000010;
memory[2] = 9'b000010000;
memory[3] = 9'b000000100;
memory[4] = 9'b001000100;
memory[5] = 9'b000100010;
memory[6] = 9'b100011100;
memory[7] = 9'b010001110;
memory[8] = 9'b000011000;
memory[9] = 9'b001111000;
memory[10] = 9'b010010010;
memory[11] = 9'b000011001;
memory[12] = 9'b001111111;
memory[13] = 9'b101100101;
memory[14] = 9'b000000000;
memory[15] = 9'b000000000;
memory[16] = 9'b011100000;
memory[17] = 9'b010011000;
memory[18] = 9'b001000100;
memory[19] = 9'b000000100;
memory[20] = 9'b011100001;
memory[21] = 9'b001110001;
memory[22] = 9'b110000011;
memory[23] = 9'b011000001;
memory[24] = 9'b100000001;
memory[25] = 9'b100000110;
memory[26] = 9'b000001010;
memory[27] = 9'b111100010;
memory[28] = 9'b111101110;
memory[29] = 9'b110101000;
memory[30] = 9'b000000010;
memory[31] = 9'b000000001;
memory[32] = 9'b010110111;
memory[33] = 9'b100100100;
memory[34] = 9'b010001000;
memory[35] = 9'b000000100;
memory[36] = 9'b010011000;
memory[37] = 9'b001001100;
memory[38] = 9'b001101110;
memory[39] = 9'b100110110;
memory[40] = 9'b001001100;
memory[41] = 9'b111111101;
memory[42] = 9'b011001011;
memory[43] = 9'b000001001;
memory[44] = 9'b100111111;
memory[45] = 9'b110100111;
memory[46] = 9'b000000001;
memory[47] = 9'b000000000;
memory[48] = 9'b011000010;
memory[49] = 9'b010000010;
memory[50] = 9'b100010100;
memory[51] = 9'b000000100;
memory[52] = 9'b001010100;
memory[53] = 9'b000101010;
memory[54] = 9'b101011000;
memory[55] = 9'b110101101;
memory[56] = 9'b000010011;
memory[57] = 9'b111111111;
memory[58] = 9'b110110111;
memory[59] = 9'b000000001;
memory[60] = 9'b011011111;
memory[61] = 9'b001000011;
memory[62] = 9'b000000011;
memory[63] = 9'b000000001;
memory[64] = 9'b000001011;
memory[65] = 9'b010110011;
memory[66] = 9'b001110101;
memory[67] = 9'b000000101;
memory[68] = 9'b001011001;
memory[69] = 9'b000101100;
memory[70] = 9'b101100000;
memory[71] = 9'b010110001;
memory[72] = 9'b001000001;
memory[73] = 9'b111000111;
memory[74] = 9'b010001001;
memory[75] = 9'b011100000;
memory[76] = 9'b111100000;
memory[77] = 9'b110111100;
memory[78] = 9'b000000010;
memory[79] = 9'b000000001;
memory[80] = 9'b111100011;
memory[81] = 9'b111101111;
memory[82] = 9'b101111111;
memory[83] = 9'b000000001;
memory[84] = 9'b110111101;
memory[85] = 9'b011011111;
memory[86] = 9'b011110111;
memory[87] = 9'b001111011;
memory[88] = 9'b011100001;
memory[89] = 9'b111111111;
memory[90] = 9'b001111001;
memory[91] = 9'b000000001;
memory[92] = 9'b111100111;
memory[93] = 9'b000110001;
memory[94] = 9'b000000001;
memory[95] = 9'b000000001;
memory[96] = 9'b101110011;
memory[97] = 9'b110100011;
memory[98] = 9'b000010000;
memory[99] = 9'b000000100;
memory[100] = 9'b001000000;
memory[101] = 9'b000100000;
memory[102] = 9'b100001100;
memory[103] = 9'b010000110;
memory[104] = 9'b000001000;
memory[105] = 9'b000111110;
memory[106] = 9'b001011010;
memory[107] = 9'b100000010;
memory[108] = 9'b101101111;
memory[109] = 9'b100101101;
memory[110] = 9'b000000001;
memory[111] = 9'b000000001;
memory[112] = 9'b010101101;
memory[113] = 9'b100011110;
memory[114] = 9'b000010000;
memory[115] = 9'b000000100;
memory[116] = 9'b111001101;
memory[117] = 9'b011100111;
memory[118] = 9'b100111011;
memory[119] = 9'b010011101;
memory[120] = 9'b000110000;
memory[121] = 9'b011110110;
memory[122] = 9'b100101011;
memory[123] = 9'b000100011;
memory[124] = 9'b011101111;
memory[125] = 9'b010101100;
memory[126] = 9'b000000010;
memory[127] = 9'b000000001;
memory[128] = 9'b010100001;
memory[129] = 9'b100010110;
memory[130] = 9'b110111100;
memory[131] = 9'b000000100;
memory[132] = 9'b011010001;
memory[133] = 9'b001101001;
memory[134] = 9'b101001011;
memory[135] = 9'b010100101;
memory[136] = 9'b000000000;
memory[137] = 9'b110110010;
memory[138] = 9'b101100110;
memory[139] = 9'b100110000;
memory[140] = 9'b111111110;
memory[141] = 9'b011000010;
memory[142] = 9'b000000010;
memory[143] = 9'b000000000;
memory[144] = 9'b111101110;
memory[145] = 9'b101001010;
memory[146] = 9'b000100100;
memory[147] = 9'b000000000;
memory[148] = 9'b101010000;
memory[149] = 9'b010101000;
memory[150] = 9'b101001100;
memory[151] = 9'b110100110;
memory[152] = 9'b000001100;
memory[153] = 9'b110111110;
memory[154] = 9'b101001100;
memory[155] = 9'b100000000;
memory[156] = 9'b100110011;
memory[157] = 9'b110011001;
memory[158] = 9'b000000001;
memory[159] = 9'b000000001;
memory[160] = 9'b011000101;
memory[161] = 9'b111011011;
memory[162] = 9'b101110111;
memory[163] = 9'b000000001;
memory[164] = 9'b100111101;
memory[165] = 9'b010011111;
memory[166] = 9'b011110100;
memory[167] = 9'b101111010;
memory[168] = 9'b011100111;
memory[169] = 9'b111111111;
memory[170] = 9'b001100001;
memory[171] = 9'b000000001;
memory[172] = 9'b110000011;
memory[173] = 9'b011111001;
memory[174] = 9'b000000001;
memory[175] = 9'b000000001;
memory[176] = 9'b110111011;
memory[177] = 9'b111010101;
memory[178] = 9'b110100101;
memory[179] = 9'b000000000;
memory[180] = 9'b001100100;
memory[181] = 9'b000110010;
memory[182] = 9'b110011000;
memory[183] = 9'b111001101;
memory[184] = 9'b100010001;
memory[185] = 9'b101111110;
memory[186] = 9'b010111110;
memory[187] = 9'b000000011;
memory[188] = 9'b011111111;
memory[189] = 9'b000001100;
memory[190] = 9'b000000010;
memory[191] = 9'b000000000;
memory[192] = 9'b110100100;
memory[193] = 9'b100011000;
memory[194] = 9'b100000000;
memory[195] = 9'b000000100;
memory[196] = 9'b100000101;
memory[197] = 9'b010000011;
memory[198] = 9'b000011100;
memory[199] = 9'b000001110;
memory[200] = 9'b000011000;
memory[201] = 9'b001111110;
memory[202] = 9'b010011110;
memory[203] = 9'b000000001;
memory[204] = 9'b001111111;
memory[205] = 9'b100000001;
memory[206] = 9'b000000000;
memory[207] = 9'b000000001;
memory[208] = 9'b000000101;
memory[209] = 9'b010110001;
memory[210] = 9'b111100011;
memory[211] = 9'b000000101;
memory[212] = 9'b111110001;
memory[213] = 9'b011111001;
memory[214] = 9'b111001011;
memory[215] = 9'b111100101;
memory[216] = 9'b110000001;
memory[217] = 9'b110111101;
memory[218] = 9'b101111000;
memory[219] = 9'b100001110;
memory[220] = 9'b111111110;
memory[221] = 9'b000111000;
memory[222] = 9'b000000010;
memory[223] = 9'b000000000;
memory[224] = 9'b000111000;
memory[225] = 9'b000101000;
memory[226] = 9'b000010010;
memory[227] = 9'b000000100;
memory[228] = 9'b011111100;
memory[229] = 9'b001111110;
memory[230] = 9'b111111111;
memory[231] = 9'b011111111;
memory[232] = 9'b111111001;
memory[233] = 9'b111111001;
memory[234] = 9'b000010001;
memory[235] = 9'b000011101;
memory[236] = 9'b001111111;
memory[237] = 9'b101110001;
memory[238] = 9'b000000000;
memory[239] = 9'b000000000;
memory[240] = 9'b010001100;
memory[241] = 9'b001011110;
memory[242] = 9'b000010001;
memory[243] = 9'b000000001;
memory[244] = 9'b111000101;
memory[245] = 9'b011100011;
memory[246] = 9'b100011011;
memory[247] = 9'b110001101;
memory[248] = 9'b000010000;
memory[249] = 9'b001111100;
memory[250] = 9'b010111000;
memory[251] = 9'b000001111;
memory[252] = 9'b011111111;
memory[253] = 9'b000111110;
memory[254] = 9'b000000010;
memory[255] = 9'b000000000;
    end
    always @(*) begin
        data = memory[address];   
    end
endmodule
module alu (
    input [7:0] A,B,   
           input [3:0] ALU_Sel, 
           output [7:0] ALU_Out,  
           output CarryOut  
    );
    reg [7:0] ALU_Result;
    wire [8:0] tmp;
    assign ALU_Out = ALU_Result;  
    assign tmp = {1'b0,A} + {1'b0,B};
     assign  CarryOut = tmp[8];  
    always @(*)
    begin
        case(ALU_Sel)
        4'b0000:  
           ALU_Result = A + B ; 
        4'b0001:  
           ALU_Result = A - B ;
        4'b0010:  
           ALU_Result = A * B;
        4'b0011:  
           ALU_Result = A/B;
        4'b0100:  
           ALU_Result = A<<1;
         4'b0101:  
           ALU_Result = A>>1;
         4'b0110:  
           ALU_Result = {A[6:0],A[7]};
         4'b0111:  
           ALU_Result = {A[0],A[7:1]};
          4'b1000:  
           ALU_Result = A & B;
          4'b1001:  
           ALU_Result = A | B;
          4'b1010:  
           ALU_Result = A ^ B;
          4'b1011:  
           ALU_Result = ~(A | B);
          4'b1100:  
           ALU_Result = ~(A & B);
          4'b1101:  
           ALU_Result = ~(A ^ B);
          4'b1110:  
           ALU_Result = (A>B)?8'd1:8'd0 ;
          4'b1111:  
           ALU_Result = (A==B)?8'd1:8'd0 ;
          default: ALU_Result = A + B ; 
        endcase
    end
 endmodule
module  pattern_gen_A(
    input clk,
    input reset,
    output reg [7:0] A
);
   reg A_temp ;
    always @ (posedge clk)
    begin
       A_temp = ((~(A[0] | A[1] | A[2] | A[3] | A[4] | A[5] | A[6])));
       end
    always @(posedge clk or posedge reset) begin
        if (reset) begin
            A <= 8'b00000001;
        end else begin
            A[0] <= ((A[5] ^ (A_temp ^ A[7])) ^ A[4]) ^ A[3];
            A[1] <= A[0];
            A[2] <= A[1];
            A[3] <= A[2];
            A[4] <= A[3];
            A[5] <= A[4];
            A[6] <= A[5];
            A[7] <= A[6];
        end
    end
endmodule
module  pattern_gen_B(
    input clk,
    input reset,
    output reg [7:0] B
);
  reg B_temp ;
    always @ (posedge clk)
    begin
       B_temp = ((~(B[0] | B[1] | B[2] | B[3] | B[4] | B[5] | B[6])));
       end
    always @(posedge clk or posedge reset) begin
        if (reset) begin
            B <= 8'b00000000;
        end else begin
            B[0] <= ((B[5] ^ (B_temp ^ B[7])) ^ B[4]) ^ B[3];
            B[1] <= B[0];
            B[2] <= B[1];
            B[3] <= B[2];
            B[4] <= B[3];
            B[5] <= B[4];
            B[6] <= B[5];
            B[7] <= B[6];
        end
    end
endmodule
==> /design/flow/run.sh <==
#!/bin/bash
# OpenROAD 26Q1-2900-gdf79404cd8, Yosys 0.63+post, stock flow scripts
make -C /OpenROAD-flow-scripts/flow DESIGN_CONFIG=/design/flow/config.mk WORK_HOME=/design/flow/orfs finish
==> /design/flow/config.mk <==
export PLATFORM = sky130hd
export DESIGN_NAME = BIST_CFSR
export DESIGN_NICKNAME = BIST_CFSR
export VERILOG_FILES = /design/flow/design.v
export SDC_FILE = /design/flow/constraint.sdc
export NUM_CORES = 4
export LEC_CHECK = 1
export CORE_UTILIZATION = 30
==> /design/flow/constraint.sdc <==
current_design BIST_CFSR

set clk_period 17.5
set clk_io_pct 0.2

create_clock -name clk0 -period $clk_period [get_ports {clk}]

set non_clock_inputs [all_inputs -no_clocks]
set_input_delay [expr $clk_period * $clk_io_pct] -clock clk0 $non_clock_inputs
set_output_delay [expr $clk_period * $clk_io_pct] -clock clk0 [all_outputs]
==> flow_summary.ini <==
; yosys + openroad results
[clock_network]
post_cts_buffers = 0
clockBufferDepth = 2
ctsResizeCount = 0
postCtsHoldBufs = 0
cts_made_buffers = 3
clock_latency_ns = 0.26
cts.sinks = 26
cts.htree.levels = 1
cts.clk_slew.worst_paths_ns = 0.07
cts_tree = built
root_buffer = clkbuf_16

[critical_path]
cp.arrival_ns = 12.52
cp.depth = 48
r2r_slack_ns = 15.10
worstPathMaxFanout = 11
r2r_cells = 6
r2r_end = address[7]
crit_required_ns = 14.00
cp_num_buf_inv = 3
cpPeakStageDelay_ns = 0.59
cp_top_family = AND-OR/OR-AND gates
crit_top_cell = ha_1
crit_slowest_cell = clkdlybuf4s50_1
reg2reg_from = address[3]
critical_path.startpoint_type = flop
critPathKind = reg -> out
end_kind = output port

[flow_run]
maxCapViolCount = 0
warnings = 56

[sta]
slew_viol_final = 0
finalHoldViolations = 0
fin_skew_ns = 0.00694
fin_setup_tns_ns = 0
worst_pin_slew_ns = 0.990
fmax_mhz = 62.4
setup_viol = 0
fin_crit_ns = 16.02
rsz0062_at_grt = false
timing.final.crit_share = 0.916
max_slew_margin = 0.331

[logic_synthesis]
syn_inst = 1091
async_flop_share = 0.923
ys_chip_area_um2 = 7990
edf_count = 0
yosys_cells = 1091
syn_avg_cell_area_um2 = 7.32
yosys_warnings = 5
synthesis.area_um2 = 7990
synth-seq-cells = 26
synth.distinct_cells = 93
ys_seq_frac = 0.0804
synthFlopType = dfrtp_1

[cells_and_area]
drive_above_1_share = 0.0699
regArea_um2 = 648
design_area_um2 = 8340
logic_area_um2 = 6710
synthToLayoutAreaGrowth_pct = 4.50
fillers = 2712

[hold_path]
hold_path.class = reg -> reg
hold_depth = 1
hold_start = address[0]
holdPathEnd = address[0]

[routing]
wl_per_cell_um = 20.7
drt_iter0_drc = 880
route.detailed.drc = 0
routed_wl_um = 28300
avgViaCountPerCell = 6.14
vias = 8384
n_antenna_cell = 0
ant_nets = 0
first_pass_iters = 5

[floorplan]
floorplan.die_area_um2 = 27300
rows = 59
boundaryPins = 7
core_um2 = 26100
die_height_um = 165
dieWidth_um = 165
initCoreUtil = 0.306

[status]
status = complete, no violations

[pwr]
powerDensity_nw_per_um2 = 18.2
p_leak_nw = 3.37
ir_worst_vdd_uv = 37.5

[place]
gp_congestion = 1.03
dpl_cell_area_um2 = 8240
portBuffers = 6
dpl.hpwl_um = 20100

[grt]
first_global_vias = 7741
antenna_found_initial = 0
grt_max_degree = 63
overflow = 0
grt_pass1_wl_um = 44900
track_usage = 0.217
[power breakdown]
group	internal (W)	switching, W
Combinational	0.00000991	0.0000158
Sequential	0.0000600	0
Clock	0.0000455	0.0000210
[final cells by class]
type	instances	area share
Timing Repair Buffer	27	0.0261
Inverter	64	0.0288
Multi-Input combinational cell	909	0.805
Clock buffer	3	0.00900
Tap cell	335	0.0502
Clock inverter	1	0.00360
Sequential cell	26	0.0777
[state kept, by name, summed over array words and instances, names as in the netlist]
signal       flops
address          8
genB.B_temp      1
genA.A           8
genA.A_temp      1
genB.B           8
[cells by family (layout without fill, tap and decap cells)]
logic type | after synthesis | in the layout | synth area share
xor gates and xnor gates | 55 | 55 | 0.0638
and+or+nand+nor | 342 | 342 | 0.208
muxes | 44 | 44 | 0.0718
AOI/OAI and AO/OA | 360 | 360 | 0.315
DFF | 26 | 26 | 0.0804
adders and majority gates | 108 | 108 | 0.182
buffers and inverters | 156 | 95 | 0.0788
[synthesized netlist by cell type, drive strengths merged (15+ instances only)]
library cell	instances	area, um2
dfrtp	23	576
nand2b	31	194
buf	39	179
nand2	87	327
nand3	20	100
xnor2	40	350
o211ai	15	118
o21a	15	113
nor3	46	230
mux2	21	255
o21ai	58	290
ha	94	1180
nor2	94	353
inv	63	236
a311oi	17	149
clkbuf	53	210
a31oi	22	144
mux2i	16	160
a21oi	77	385
a211oi	23	173
[through the flow]
step	setup WS, ns	util	power, W	instances	hold WS [ns]
3_5_place_dp	1.79	0.316	0.0000864	1361	0.453
6_report	1.48	0.320	0.000152	1365	0.456
5_1_grt	0.444	0.320	0.000159	1365	0.476
3_3_place_gp	2.07	0.316	0.0000864	1361	0.443
2_1_floorplan	3.81	-	0.0000789	1091	0.404
4_1_cts	1.46	0.320	0.000154	1365	0.463
[cells in the final DEF (no fill, tap or decap), types with 8 or more instances in the layout]
master and count:
a21oi_1 77, nand2b_1 31, nand2_1 87, nor3_1 46, mux2_2 16, o211ai_1 14, o22ai_1 11, fa_1 14
o21ai_1 11, nor2b_1 12, mux2i_1 16, nand3_1 20, dfrtp_1 20, a311oi_1 17, o221ai_1 8, o21a_1 15
a21o_1 11, nor2_1 94, inv_1 60, buf_4 21, xnor2_1 40, xor2_1 13, a22oi_1 9, o21ai_0 47
o31ai_1 11, a211oi_1 23, ha_1 94, a31oi_1 21
[metal layers]
layer | wire, um | share of wire | up-vias | track usage
met5 | 0 | 0 | - | 0
met4 | 1210 | 0.043 | 0 | 0.0751
met3 | 2950 | 0.10 | 86 | 0.0425
met2 | 11900 | 0.42 | 462 | 0.312
met1 | 12200 | 0.43 | 3888 | 0.322
li1 | - | - | 3948 | -
[worst max-delay path by stage]
stage | from | end | slack [ns]
finish | genB.B[0] | match | 1.48
global route | genB.B[4] | match | 0.44
CTS | genB.B[0] | match | 1.46
Power figures rest on the tool's default switching activity, not on a simulated workload.
